$ cat /design/flow/run.sh
#!/bin/bash
# OpenROAD 26Q1-2900-gdf79404cd8, Yosys 0.63+post, stock flow scripts
make -C /OpenROAD-flow-scripts/flow DESIGN_CONFIG=/design/flow/config.mk WORK_HOME=/design/flow/orfs finish
$ cat /design/flow/constraint.sdc
current_design address_register_control

set clk_period 3.8
set clk_io_pct 0.2

create_clock -name clk0 -period $clk_period [get_ports {clk}]

set non_clock_inputs [all_inputs -no_clocks]
set_input_delay [expr $clk_period * $clk_io_pct] -clock clk0 $non_clock_inputs
set_output_delay [expr $clk_period * $clk_io_pct] -clock clk0 [all_outputs]
$ cat /design/flow/config.mk
export PLATFORM = sky130hd
export DESIGN_NAME = address_register_control
export DESIGN_NICKNAME = address_register_control
export VERILOG_FILES = /design/flow/design.v
export SDC_FILE = /design/flow/constraint.sdc
export NUM_CORES = 4
export LEC_CHECK = 1
export CORE_UTILIZATION = 50
export SYNTH_HDL_FRONTEND = slang
$ cat /design/flow/design.v
`timescale 1ns / 1ps
`default_nettype none
module address_register_control (
    input             clk,
    input             n_rst,
    input       [7:0] data,
    input             pcLoad,
    input             pcInc,
    input             arLoad,
    input             arInc,
    input             tlLoad,
    input             thLoad,
    input             sel,
    output reg [15:0] programCounter,
    output reg [15:0] addressRegister
);
    reg   [7:0] tempLow;
    reg   [7:0] tempHigh;
    wire [15:0] addrBus;
    localparam resetVector = 16'h0000;  
    always @(posedge clk or negedge n_rst) begin
        if (!n_rst) begin
            programCounter  <= resetVector;
            addressRegister <= resetVector;
        end else begin
            if (tlLoad) begin
                tempLow <= data;
            end
            if (thLoad) begin
                tempHigh <= data;
            end
            if (pcInc) begin
                programCounter <= programCounter + 1;
            end else if (pcLoad) begin
                programCounter <= addrBus;
            end
            if (arInc) begin
                addressRegister <= addressRegister + 1;
            end else if (arLoad) begin
                addressRegister <= addrBus;
            end
        end
    end
    assign addrBus[7:0]  = (sel) ? programCounter[7:0]  : tempLow;
    assign addrBus[15:8] = (sel) ? programCounter[15:8] : tempHigh;
endmodule
==> run_results.csv <==
group,metric,value,unit
clocking,ctsResizeCount,0,
placement,dp_hpwl,4.66,mm
drt,avgRoutedWirePerCell,17.1,µm
synthesis,top_cell_area_share,30.9,%
synthesis,synth_seq_share,49.5,%
synthesis,synthesis.area,2590,µm²
layout,drive_gt1_share,6.91,%
die,core_area,4850,µm²
synthesis,yosysWarnings,0,
run,warnings,26,
placement,dpl_cell_area,3130,µm²
layout,utilization,66.4,%
status,outcome,"complete, no violations",
sta,post-route-period-util,62.9,%
sta,grt_setup_unrepaired,"no",
clocking,hold_buffers,0,
placement,gp_congestion,0.942,
synthesis,synth_area_per_cell,10.1,µm²
setup_path,critPathTopFamily,"buffers and inverters",
die,core_util_floorplan,53.4,%
clocking,tritoncts,"done",
pwr,powerDensity,527,nW/µm²
global_routing,grt_max_degree,35,
worst_hold_path,min_path_cells,2,
worst_hold_path,hp-class,"reg2reg",
global_routing,grt_antenna_before_repair,0,
setup_path,critPathBufInv,1,
setup_path,cpPeakStageDelay,770,ps
setup_path,crit_path_top_delay_cell,"clkdlybuf4s50_1",
setup_path,crit_required,4010,ps
die,die_h,74.0,µm
setup_path,reg2regPathDepth,5,
layout,design_area,3220,µm²
global_routing,grt_overflow,0,
sta,max_freq,418,MHz
placement,numPortBuffers,48,
drt,num_vias,2198,
die,die_area,5470,µm²
sta,slew_violations,0,
drt,vias_per_cell,5.92,
clocking,htreeDepth,2,
clocking,insertion_delay,300,ps
setup_path,crit_chain,"clkdlybuf4s50_1 -> nor2b_1 -> a211oi_1 -> a221oi_1",
layout,nFillCells,409,
synthesis,synth_flops,48,
clocking,clkSinkCount,48,
run,maxCapViolCount,0,
sta,slew_headroom,45.2,%
drt,dr.pass1.iters,4,
global_routing,grt_pass1_wl,10.3,mm
synthesis,synthCells,256,
die,boundaryPins,49,
clocking,cts.clk_slew.worst_paths,90,ps
synthesis,ys_types,46,
setup_path,critPathLaunchType,"input port",
synthesis,edf_count,16,
die,die_x,74.0,µm
setup_path,arrival,2600,ps
drt,drt-total-wl,6.34,mm
synthesis,top_cells_by_area,"dfrtp_1 31%, edfxtp_1 19%, mux2i_1 6.2%, a211oi_1 4.9%, a21oi_1 3.9%",
setup_path,endpoint_kind,"flop",
pwr,power.leakage,1.22,nW
die,rows,25,
sta,hold_slack,568,ps
drt,drt-initial-drc-count,189,
setup_path,cp_max_fo,17,
setup_path,crit_type,"in2reg",
drt,drc,0,
layout,synthToLayoutAreaGrowth,24.3,%
clocking,cts_setup_buffers,0,
global_routing,grt_usage,26.1,%
sta,min_period,2390,ps
sta,setup_violations,0,
clocking,cts_made_buffers,5,
synthesis,yosysTopAreaCell,"dfrtp_1",
clocking,clockRootBuffer,"clkbuf_8",
synthesis,ys_area,2590,µm²
pwr,ir_drop,276,µV
global_routing,grt_pass1_vias,2004,
synthesis,yosys_cells,256,
drt,diodes,0,
drt,ant_nets,0,
sta,clock_skew,10.8,ps
synthesis,common_cells,"32 x dfrtp_1, 24 x nand2_1, 20 x a21oi_1",
synthesis,most_common_cell,"dfrtp_1",
sta,worst_pin_slew,820,ps
clocking,clockBufferDepth,2,
synthesis,synth-main-ff-cell,"dfrtp_1",
setup_path,path_depth,4,
sta,hold_viol_final,0,
sta,fin_tns_setup,0,ps
synthesis,async_flop_share,66.7,%
metal layers:
layer / wire length, µm / vias up / part of all wire [%] / GRT usage (%)
li1: - / 1065 / - / -
met1: 3000 / 1034 / 47 / 46.6
met2: 2740 / 90 / 43 / 35.4
met3: 510 / 9 / 8.0 / 5.91
met4: 87 / 0 / 1.4 / 3.85
met5: 0 / - / 0 / 0
sequential cells by signal, indices dropped and copies added, names as in the netlist:
signal and flops:
addressRegister 16, programCounter 16, tempHigh 8, tempLow 8
per-stage QoR:
stage | power [mW] | setup slack, ps | instances
2_1_floorplan | 1.08 | 1900 | 256
3_3_place_gp | 1.40 | 1140 | 363
3_5_place_dp | 1.40 | 1120 | 363
4_1_cts | 1.70 | 1440 | 371
5_1_grt | 1.82 | 1250 | 371
6_report | 1.70 | 1410 | 371
tightest hold or removal path: stages (launching register included):
cell and delay [ps]:
edfxtp_1 360, a211oi_1 70, a21oi_1 110
path summary, 6_finish.rpt:
check | from | endpoint | slack, ps
setup / recovery | arLoad | addressRegister[6] | 1410
hold / removal | tempHigh[3] | programCounter[11] | 570
setup reg to reg | programCounter[0] | programCounter[14] | 1950
hold reg to reg | tempHigh[3] | programCounter[11] | 570
max in group asynchronous | n_rst | programCounter[13] | 2620
min in group asynchronous | n_rst | programCounter[14] | 870
placed cells by master, fill, tap and decap left out, types with 2 or more instances in the layout:
cell type,count
xnor2_1,7
and2_1,5
o21ai_1,4
clkbuf_8,5
mux2i_1,16
a21oi_1,20
nor2_1,11
nor4_1,3
inv_1,6
nand4_1,5
o22ai_1,2
and4_1,2
o31ai_1,2
or3_1,3
buf_4,4
ha_1,2
a221oi_1,6
nand2_1,24
nand3_1,6
o211ai_1,2
or2_2,3
a211oi_1,17
nor2b_1,10
clkbuf_1,2
a311oi_1,4
dfrtp_1,32
clkdlybuf4s50_1,48
o21ai_0,11
edfxtp_1,16
nor3_1,8
layout make-up:
| type | instances | area (µm²) | area share (%) |
|---|---|---|---|
| Sequential cell | 48 | 1280 | 39.8 |
| Multi-Input combinational cell | 189 | 1230 | 38.3 |
| Timing Repair Buffer | 52 | 510 | 15.9 |
| Tap cell | 67 | 83.8 | 2.60 |
| Clock buffer | 7 | 76.3 | 2.37 |
| Inverter | 7 | 26.3 | 0.816 |
| Clock inverter | 1 | 8.76 | 0.272 |
power by group:
| group | internal [mW] | leakage (nW) | switching (mW) | total [mW] |
|---|---|---|---|---|
| Sequential | 0.641 | 0.499 | 0.190 | 0.832 |
| Clock | 0.132 | 0.0424 | 0.166 | 0.298 |
| Combinational | 0.326 | 0.679 | 0.241 | 0.567 |
| Total | 1.10 | 1.22 | 0.597 | 1.70 |
logic make-up after synthesis:
kind of cell | after synthesis | share of synthesized area (%)
flip-flops | 48 | 49.5
AND-OR/OR-AND | 72 | 18.0
buffers and inverters | 19 | 2.95
AND/OR/NAND/NOR | 90 | 19.3
adder cells (fa/ha/maj) | 2 | 0.966
multiplexers | 17 | 6.62
XOR/XNOR | 8 | 2.71
Power is estimated from default activity; no workload was simulated.
